==> /design/flow/design.v <==
module FLOAT_MUL (
    input [(BIT-1):0] num1,
    input [(BIT-1):0] num2,
    input clk,
    input rstn,
    output [(BIT-1):0] result,
    input valid,
    output ready
);
localparam BIT = 64;
localparam BIAS = 1023;
localparam EXPONENT_LEN = 11;
localparam MANTISSA_LEN = 52;
reg [(BIT-1):0]pip0_num1;
reg [(BIT-1):0]pip0_num2;
reg pip0_valid;
always @(posedge clk or negedge rstn) begin
  if (!rstn) begin
    pip0_num1 <= 0;
    pip0_num2 <= 0;
    pip0_valid <= 0;
  end else begin
    pip0_num1 <= num1;
    pip0_num2 <= num2;
    pip0_valid <= valid;
  end
end
reg pip1_sign1;
reg pip1_sign2;
reg pip1_valid;
reg [(EXPONENT_LEN-1):0] pip1_exponent1;
reg [(EXPONENT_LEN-1):0] pip1_exponent2;
reg pip1_zero;
wire zero;
wire num1_zero;
wire num2_zero;
wire check_denor1;
wire check_denor2;
always @(posedge clk or negedge rstn) begin
    if (!rstn) begin
      pip1_sign1 <= 0;
      pip1_sign2 <= 0;
      pip1_valid <= 0;
      pip1_exponent1 <= 0;
      pip1_exponent2 <= 0;
      pip1_zero <= 0;
    end else begin
      pip1_sign1 <= pip0_num1[63];
      pip1_sign2 <= pip0_num2[63];
      pip1_valid <= pip0_valid;
      if (check_denor1) begin    
        pip1_exponent1 <= 11'd1;  
      end else begin
        pip1_exponent1 <= pip0_num1[62:52];
      end
      if (check_denor2) begin    
        pip1_exponent2 <= 11'd1;   
      end else begin
        pip1_exponent2 <= pip0_num2[62:52];
      end
      pip1_zero <= zero;
    end
end
assign zero = (num1_zero | num2_zero);  
assign num1_zero = ~(|pip0_num1[62:0]);  
assign num2_zero = ~(|pip0_num2[62:0]);  
assign check_denor1 = ~(|pip0_num1[62:52]);  
assign check_denor2 = ~(|pip0_num2[62:52]);  
reg [(MANTISSA_LEN):0] pip1_mantissa1 [(MANTISSA_LEN):0];
reg [(MANTISSA_LEN):0] pip1_mantissa2;
integer i;
always @(posedge clk or negedge rstn) begin
    if (!rstn) begin
      for (i = 0; i < 53; i=i+1) begin
        pip1_mantissa1[i][(MANTISSA_LEN):0] <= 0;
      end
      pip1_mantissa2[(MANTISSA_LEN):0] <= 0;
    end else begin
      for (i = 0; i <= 52; i=i+1) begin  
        if (check_denor1) begin
          pip1_mantissa1[i][(MANTISSA_LEN):0] <= {1'b0, pip0_num1[51:0]};
        end else begin
          pip1_mantissa1[i][(MANTISSA_LEN):0] <= {1'b1, pip0_num1[51:0]};
        end
      end
      if (check_denor2) begin
        pip1_mantissa2[(MANTISSA_LEN):0] <= {1'b0, pip0_num2[51:0]};
      end else begin
        pip1_mantissa2[(MANTISSA_LEN):0] <= {1'b1, pip0_num2[51:0]};
      end
    end
end
reg pip2_sign;
reg pip2_valid;
reg [(EXPONENT_LEN):0] pip2_exponent;
reg pip2_zero;
always @(posedge clk or negedge rstn) begin
    if (!rstn) begin
      pip2_sign <= 0;
      pip2_exponent <= 0;
      pip2_zero <= 0;
      pip2_valid <= 0;
    end else begin
      pip2_sign <= pip1_sign1 ^ pip1_sign2;
      pip2_exponent <= pip1_exponent1 + pip1_exponent2;
      pip2_zero <= pip1_zero;
      pip2_valid <= pip1_valid;
    end
end
reg [(MANTISSA_LEN):0] pip2_mantissa [(MANTISSA_LEN):0];
always @(posedge clk or negedge rstn) begin
    if (!rstn) begin
      for (i = 0; i < 53; i++) begin
        pip2_mantissa [i][(MANTISSA_LEN):0] <= 0;
      end 
    end else begin
      for (i = 0; i < 53; i++) begin
        pip2_mantissa [i][(MANTISSA_LEN):0] <= pip1_mantissa1[i] & {53{pip1_mantissa2[i]}};
      end
    end
end
reg pip3_sign;
reg pip3_valid;
reg [(EXPONENT_LEN):0]pip3_exponent;
always @(posedge clk or negedge rstn) begin
    if (!rstn) begin
      pip3_sign <= 0;
      pip3_exponent <= 0;
      pip3_valid <= 0;
    end else begin
      pip3_valid <= pip2_valid;
      if (pip2_zero) begin
        pip3_exponent <= 0;
        pip3_sign <= 0;
      end else begin
        pip3_exponent <= pip2_exponent - BIAS;
        pip3_sign <= pip2_sign;
      end
    end
end
reg [(MANTISSA_LEN+2):0]pip3_mantissa[(MANTISSA_LEN/2):0];
always @(posedge clk or negedge rstn) begin
    if (!rstn) begin
      for (i = 0; i <= (MANTISSA_LEN/2); i++) begin
        pip3_mantissa[i] <= 0;
      end
    end else begin
      for (i = 0; i < (MANTISSA_LEN/2); i++) begin
        pip3_mantissa[i] <= pip2_mantissa[2*i] + {pip2_mantissa[2*i+1], 1'b0};
      end
      pip3_mantissa[(MANTISSA_LEN/2)] <= pip2_mantissa[MANTISSA_LEN];
    end
end 
reg pip4_sign;
reg pip4_valid;
reg [(EXPONENT_LEN):0]pip4_exponent;
reg [(MANTISSA_LEN + 4):0]pip4_mantissa[(MANTISSA_LEN/4):0];
always @(posedge clk or negedge rstn) begin
    if (!rstn) begin
      pip4_sign <= 0;
      pip4_valid <= 0;
      pip4_exponent <= 0;
      for (i = 0; i <= (MANTISSA_LEN/4); i++) begin
        pip4_mantissa[i] <= 0;
      end
    end else begin
      pip4_sign <= pip3_sign;
      pip4_valid <= pip3_valid;
      pip4_exponent <= pip3_exponent;
      for (i = 0; i < (MANTISSA_LEN/4); i++) begin
        pip4_mantissa[i] <= pip3_mantissa[2*i] + {pip3_mantissa[2*i+1], 2'b00};
      end
      pip4_mantissa[(MANTISSA_LEN/4)] <= pip3_mantissa[(MANTISSA_LEN/2)];
    end
end
reg pip5_sign;
reg pip5_valid;
reg [(EXPONENT_LEN):0]pip5_exponent;
reg [(MANTISSA_LEN+8):0]pip5_mantissa[7:0];
always @(posedge clk or negedge rstn) begin
    if (!rstn) begin
      pip5_sign <= 0;
      pip5_valid <= 0;
      pip5_exponent <= 0;
      for (i = 0; i <= 7; i++) begin
        pip5_mantissa[i] <= 0;
      end
    end else begin
      pip5_sign <= pip4_sign;
      pip5_valid <= pip4_valid;
      pip5_exponent <= pip4_exponent;
      for (i = 0; i <= 5; i++) begin
        pip5_mantissa[i] <= pip4_mantissa[2*i] + {pip4_mantissa[2*i+1], 4'b0000};
      end
      pip5_mantissa[6] <= pip4_mantissa[(MANTISSA_LEN/4)-1];
      pip5_mantissa[7] <= pip4_mantissa[(MANTISSA_LEN/4)];
    end
end
reg pip6_sign;
reg pip6_valid;
reg [(EXPONENT_LEN):0]pip6_exponent;
reg [(MANTISSA_LEN+16):0]pip6_mantissa[4:0];
always @(posedge clk or negedge rstn) begin
    if (!rstn) begin
      pip6_sign <= 0;
      pip6_valid <= 0;
      pip6_exponent <= 0;
      for (i = 0; i <= 4; i++) begin
        pip6_mantissa[i] <= 0;
      end
    end else begin
      pip6_sign <= pip5_sign;
      pip6_valid <= pip5_valid;
      pip6_exponent <= pip5_exponent;
      for (i = 0; i <= 2; i++) begin
        pip6_mantissa[i] <= pip5_mantissa[2*i] + {pip5_mantissa[2*i+1], 8'h00};
      end
      pip6_mantissa[3] <= pip5_mantissa[6];
      pip6_mantissa[4] <= pip5_mantissa[7];
    end
end
reg pip7_sign;
reg pip7_valid;
reg [(EXPONENT_LEN):0]pip7_exponent;
reg [(MANTISSA_LEN+32):0]pip7_mantissa[3:0];
always @(posedge clk or negedge rstn) begin
    if (!rstn) begin
      pip7_sign <= 0;
      pip7_valid <= 0;
      pip7_exponent <= 0;
      for (i = 0; i <= 3; i++) begin
        pip7_mantissa[i] <= 0;
      end
    end else begin
      pip7_sign <= pip6_sign;
      pip7_valid <= pip6_valid;
      pip7_exponent <= pip6_exponent;
      pip7_mantissa[0] <= pip6_mantissa[0] + {pip6_mantissa[1], 16'h0000};
      pip7_mantissa[1] <= pip6_mantissa[2];
      pip7_mantissa[2] <= pip6_mantissa[3];
      pip7_mantissa[3] <= pip6_mantissa[4];
    end
end
reg pip8_sign;
reg pip8_valid;
reg [(EXPONENT_LEN):0]pip8_exponent;
reg [31:0] pip8_A_remain;
reg [3:0] pip8_C_remain;
reg [53:0]pip8_w;  
reg [16:0]pip8_x;  
reg [16:0]pip8_y;  
reg [37:0]pip8_z;  
always @(posedge clk or negedge rstn) begin
    if (!rstn) begin
      pip8_sign <= 0;
      pip8_valid <= 0;
      pip8_exponent <= 0;
      pip8_A_remain <= 0;
      pip8_C_remain <= 0;
      pip8_w <= 0;
      pip8_x <= 0;
      pip8_y <= 0;
      pip8_z <= 0;
    end else begin
      pip8_sign <= pip7_sign;
      pip8_valid <= pip7_valid;
      pip8_exponent <= pip7_exponent;
      pip8_A_remain <= pip7_mantissa[0][31:0];
      pip8_C_remain <= pip7_mantissa[2][3:0];
      pip8_w <= pip7_mantissa[0][84:48] + pip7_mantissa[1][68:16];
      pip8_x <= pip7_mantissa[0][47:32] + pip7_mantissa[1][15:0];
      pip8_y <= pip7_mantissa[2][56:41] + pip7_mantissa[3][52:37];
      pip8_z <= pip7_mantissa[2][40:4] + pip7_mantissa[3][36:0];
    end
end
reg pip9_sign;
reg pip9_valid;
reg [(EXPONENT_LEN):0]pip9_exponent;
reg [101:0]pip9_AB;
reg [57:0]pip9_CD;
wire [53:0]pip9_w;
wire [16:0]pip9_y;
assign pip9_w = pip8_w + pip8_x[16]; 
assign pip9_y = pip8_y + pip8_z[37]; 
always @(posedge clk or negedge rstn) begin
    if (!rstn) begin
      pip9_sign <= 0;
      pip9_valid <= 0;
      pip9_exponent <= 0;
      pip9_AB <= 0;
      pip9_CD <= 0;
    end else begin
      pip9_sign <= pip8_sign;
      pip9_valid <= pip8_valid;
      pip9_exponent <= pip8_exponent;
      pip9_AB <= {pip9_w, pip8_x[15:0], pip8_A_remain};
      pip9_CD <= {pip9_y, pip8_z[36:0], pip8_C_remain};
    end
end
reg pip10_sign;
reg pip10_valid;
reg [(EXPONENT_LEN):0]pip10_exponent;
reg [47:0]pip10_AB_remain;
reg [31:0]pip10_n;  
reg [27:0]pip10_m;  
always @(posedge clk or negedge rstn) begin
    if (!rstn) begin
      pip10_sign <= 0;
      pip10_valid <= 0;
      pip10_exponent <= 0;
      pip10_AB_remain <= 0;
      pip10_n <= 0;
      pip10_m <= 0;
    end else begin
      pip10_sign <= pip9_sign;
      pip10_valid <= pip9_valid;
      pip10_exponent <= pip9_exponent;
      pip10_AB_remain <= pip9_AB[47:0];
      pip10_n <= pip9_AB[78:48] + pip9_CD[30:0];
      pip10_m <= pip9_AB[101:79] + pip9_CD[57:31];
    end
end
reg pip11_sign;
reg pip11_valid;
reg [(EXPONENT_LEN):0]pip11_exponent;
wire [26:0]pip11_mn; 
reg [105:0]pip11_mantissa;
assign pip11_mn = pip10_m + pip10_n[31];
always @(posedge clk or negedge rstn) begin
    if (!rstn) begin
      pip11_sign <= 0;
      pip11_valid <= 0;
      pip11_exponent <= 0;
      pip11_mantissa <= 0;
    end else begin
      pip11_sign <= pip10_sign;
      pip11_valid <= pip10_valid;
      pip11_exponent <= pip10_exponent;
      pip11_mantissa <= {pip11_mn, pip10_n[30:0], pip10_AB_remain};
    end
end 
reg pip12_sign;
reg pip12_valid;
reg [(EXPONENT_LEN-1):0]pip12_exponent;
reg [105:0]pip12_mantissa;
always @(posedge clk or negedge rstn) begin
    if (!rstn) begin
      pip12_sign <= 0;
      pip12_valid <= 0;
      pip12_exponent <= 0;
      pip12_mantissa <= 0;
    end else begin
      pip12_sign <= pip11_sign;
      pip12_valid <= pip11_valid;
      if (pip11_mantissa[105] == 1'b1) begin  
        pip12_exponent <= pip11_exponent + 1'b1;
        pip12_mantissa <= pip11_mantissa >> 1;  
      end else begin
        pip12_exponent <= pip11_exponent;
        pip12_mantissa <= pip11_mantissa;
      end
    end
end
reg pip13_sign;
reg pip13_valid;
assign ready = pip13_valid;
reg [(EXPONENT_LEN-1):0]pip13_exponent;
reg [(MANTISSA_LEN-1):0]pip13_mantissa;
wire LSB = pip12_mantissa[52];
wire Guard = pip12_mantissa[51];
wire Round = pip12_mantissa[50];
wire Sticky = |pip12_mantissa[49:0];
wire round_up = Guard & (Round | Sticky | LSB);
always @(posedge clk or negedge rstn) begin
  if (!rstn) begin
    pip13_sign <= 0;
    pip13_valid <= 0;
    pip13_exponent <= 0;
    pip13_mantissa <= 0;
  end else begin
    pip13_sign <= pip12_sign;
    pip13_valid <= pip12_valid;
    pip13_exponent <= pip12_exponent;
    if (round_up) begin
      pip13_mantissa <= pip12_mantissa[103:52] + 1;
    end else begin
      pip13_mantissa <= pip12_mantissa[103:52];
    end
  end
end
assign result = {pip13_sign, pip13_exponent, pip13_mantissa};
endmodule  
==> /design/flow/run.sh <==
#!/bin/bash
# OpenROAD 26Q1-2900-gdf79404cd8, Yosys 0.63+post, stock flow scripts
make -C /OpenROAD-flow-scripts/flow DESIGN_CONFIG=/design/flow/config.mk WORK_HOME=/design/flow/orfs finish
==> /design/flow/config.mk <==
export PLATFORM = sky130hd
export DESIGN_NAME = FLOAT_MUL
export DESIGN_NICKNAME = FLOAT_MUL
export VERILOG_FILES = /design/flow/design.v
export SDC_FILE = /design/flow/constraint.sdc
export NUM_CORES = 4
export LEC_CHECK = 1
export CORE_UTILIZATION = 40
==> /design/flow/constraint.sdc <==
current_design FLOAT_MUL

set clk_period 16.8
set clk_io_pct 0.2

create_clock -name clk0 -period $clk_period [get_ports {clk}]

set non_clock_inputs [all_inputs -no_clocks]
set_input_delay [expr $clk_period * $clk_io_pct] -clock clk0 $non_clock_inputs
set_output_delay [expr $clk_period * $clk_io_pct] -clock clk0 [all_outputs]
==> impl_metrics.ini <==
; generated from flow reports
[status]
outcome = completed

[synthesis]
netlist_instances = 31200
ys_seq_frac = 0.524
synthesis.area_um2 = 346000
edf_count = 0
ys_cells = 31200
yosys_warnings = 8
synth-seq-cells = 7252
flop_cell = dfrtp_1
synth.avg_cell_area_um2 = 11.1
async_flop_share = 1.00
yosys-stat-area_um2 = 346000
synth_cell_types = 92

[route]
drtAntennaViolNets = 0
wire_per_inst_um = 21.2
drt_iter0_drc = 16500
vias = 230000
viasPerCell = 5.26
firstDrtPassIters = 6
wirelength_um = 927000
drc = 0

[pwr]
pwr-share-clk = 0.272
internal_power_mw = 41.4
leakage_nw = 187
p_sw_mw = 24.4
power_frac_seq = 0.363
ir_drop_v = 0.000166
switching_share = 0.371
cellPowerDensity_nw_per_um2 = 169
p_comb_frac = 0.365
finalPower_mw = 65.8

[clock_tree]
cts_tree = built
cts_setup_buffers = 0
cts_hold_buf = 0
clock_latency_ns = 1.19
numCtsBuffers = 774
clk_pin_slew_ns = 0.06
ctsResizeCount = 0
clockRootBuffer = clkbuf_16
cts_buffer_depth = 4
htreeDepth = 6
cts.sinks = 7252

[timing]
slew_headroom = 0.316
tightest_slew_ns = 1.00
setup_tns_ns = 0
setup_ws_ns = 10.19
fin_crit_ns = 6.61
period_used_share = 0.393
finClkSkew_ns = 0.129
maxSlewViolCount = 0
rsz0062_at_grt = no
max_freq_mhz = 151
final-hold-violation-count = 0
final-setup-viol-count = 0

[die]
fp_util = 0.402
rows = 341
die_area_um2 = 869000
boundaryPins = 196
design.core.area_um2 = 862000
die_h_um = 932
die_width_um = 932

[setup_path]
crit_top_cell = buf_4
critPathBufInv = 7
criticalPathCategory = in2async
critPathArrivalTime_ns = 7.78
cpLargestDelayFamily = buffers and inverters
path_cells = buf_16 -> buf_4 -> buf_12 -> buf_4 -> buf_12 -> buf_4 -> buf_4
cp_max_fo = 134
slowest_delay_ns = 0.67
required_ns = 17.97
slowest_stage = buf_4
cp-end-kind = asynchronous set/reset pin
startpoint_type = primary input

[flow_run]
maxCapViolCount = 0
openroad.warnings = 111

[finish]
fillCellCount = 76400
lay_top_cells = dfrtp_1, and2_1, ha_1
final_util = 0.452
final_area_um2 = 389000
final_common_cell = dfrtp_1
final_layout_size_suffix_gt1_frac = 0.0627
synthToLayoutAreaGrowth_pct = 12.5

[place]
dpl_cell_area_um2 = 362000
portBuffers = 195
place_hpwl_um = 699000
dp_slack_ns = 8.87
place.gp.congestion = 0.961

[global_route]
grt_pass1_wl_um = 1420000
track_usage = 0.223
grt_max_degree = 137
antenna_found_initial = 104
grt_pass1_vias = 227000
gr-total-overflow = 0

[min_path]
min_path_type = reg2reg
## state kept, by name (all words and copies together) (netlist names), 64 cells and up
signal and count:
pip2_mantissa 2809, pip3_mantissa 1483, pip4_mantissa 794, pip5_mantissa 476, pip6_mantissa 317, pip7_mantissa 264, pip11_mantissa 106, pip12_mantissa 104
pip9_AB 102, pip0_num1 64, pip0_num2 64
## cells in the mapped netlist (522+ instances only)
master / count / area (µm²)
a21oi_1: 2579 / 12900
o21ai_0: 1289 / 6450
inv_1: 600 / 2250
xnor2_1: 1811 / 15900
ha_1: 2750 / 34400
xor2_1: 949 / 8310
a21o_1: 1882 / 14100
nand3_1: 522 / 2610
nor2_1: 1327 / 4980
clkbuf_1: 1063 / 3990
and2_1: 2948 / 18400
nand2_1: 1407 / 5280
dfrtp_1: 7252 / 181000
## routing by layer
metal	vias up	track usage	routed length (µm)
met4	34	0.0625	32600
met3	1330	0.0608	72200
li1	110000	-	-
met2	5719	0.343	427000
met1	113000	0.321	395000
met5	-	0	235
## kinds of logic after synthesis
logic type / synth area share
DFF: 0.524
buffers and inverters: 0.0183
AOI/OAI and AO/OA: 0.151
muxes: 0.00350
xor gates and xnor gates: 0.0698
adders and majority gates: 0.103
and+or+nand+nor: 0.131
## cell type report
cell class	count	area, µm²	share of cell area
tap	11500	14400	0.0369
inverter	600	2250	0.00578
antenna	109	273	0.000700
timing repair buffer	547	4890	0.0125
multi-input combinational	22200	159000	0.407
clock buffer	1097	22400	0.0575
clock inverter	330	5050	0.0130
sequential	7252	182000	0.467
## worst register-to-register path, cell delays in order (launching register included)
cell       delay [ns]
dfrtp_1          0.36
ha_1             0.22
fa_1             0.41
a21oi_1          0.23
o21ai_0          0.18
a2111oi_0        0.93
nor3_1           0.28
o211ai_1         0.47
a21o_1           0.23
a21oi_1          0.13
a21o_1           0.27
a41o_1           0.28
nor4_1           0.69
nor3_1           0.24
nand3_1          0.16
xnor2_1          0.13
## power by group through the flow
stage | Clock [mW] | Combinational [mW] | Sequential, mW
final | 17.9 | 24.0 | 23.9
after global routing | 19.0 | 26.4 | 24.2
after CTS | 18.3 | 24.1 | 24.0
## final timing paths
kind | start | to | slack (ns) | depth (start not counted)
min in group asynchronous | rstn | pip2_mantissa[52][49] | 2.13 | 1
setup reg to reg | pip5_mantissa[2][8] | pip6_mantissa[1][68] | 11.48 | 15
setup / recovery | rstn | pip2_mantissa[2][32] | 10.19 | 7
hold / removal | pip4_mantissa[13][38] | pip5_mantissa[7][38] | 0.30 | 0
max in group clk0 | pip13_valid | ready | 11.33 | 1
hold reg to reg | pip4_mantissa[13][38] | pip5_mantissa[7][38] | 0.30 | 0
## metrics by stage
stage                     instances  hold WS [ns]
after global routing          43600         0.303
after floorplan               31200         0.331
after detailed placement      42100         0.335
after CTS                     43500         0.291
after global placement        42100         0.331
final                         43700         0.295
Power figures rest on the tool's default switching activity, not on a simulated workload.
